`design/flow/config.mk`:
```
export PLATFORM = sky130hd
export DESIGN_NAME = Processador
export DESIGN_NICKNAME = Processador
export VERILOG_FILES = /design/flow/design.v
export SDC_FILE = /design/flow/constraint.sdc
export NUM_CORES = 4
export LEC_CHECK = 1
export CORE_UTILIZATION = 40
```
`design/flow/design.v`:
```
module BancoDeRegistradores(clock,data_bus,registers_in,register_out,out);
	input clock;
	input [15:0] data_bus;     
	input [2:0] register_out;  
	input [6:0] registers_in;  
	output [15:0] out;
	wire [15:0] register_file_output [6:0];  
	Registrador r0(clock,registers_in[0],register_file_output[0],data_bus);
	Registrador r1(clock,registers_in[1],register_file_output[1],data_bus);
	Registrador r2(clock,registers_in[2],register_file_output[2],data_bus);
	Registrador r3(clock,registers_in[3],register_file_output[3],data_bus);
	Registrador r4(clock,registers_in[4],register_file_output[4],data_bus);
	Registrador r5(clock,registers_in[5],register_file_output[5],data_bus);
	Registrador r6(clock,registers_in[6],register_file_output[6],data_bus);
	assign out = register_file_output[register_out];
endmodule
module Controle(clock,run,reset,IR,G_or,IR_in, ADDR_in, DOUT_in, W_D, G_in, A_in, incr_PC, PC_in, mux_control, ULA_control,register_in,register_out);
	input clock,run,reset,G_or;
	input [9:0] IR;  
	output reg IR_in, ADDR_in, DOUT_in, W_D, G_in, A_in, incr_PC, PC_in;  
	output reg[1:0] mux_control;	 
	output reg[3:0] ULA_control; 	 
	output reg[6:0] register_in;	 
	output reg[2:0] register_out;  
	reg [2:0] step;  
	reg done;
	wire [2:0] Rx;
	wire [2:0] Ry;
	wire [3:0] opcode;
	assign opcode = IR [9:6];
	assign Rx = IR[5:3];
	assign Ry = IR [2:0];
	localparam LD = 4'b0000,ST = 4'b0001,MVNZ = 4'b0010,MV = 4'b0011,MVI = 4'b0100,ADD = 4'b0101,SUB = 4'b0110,OR = 4'b0111,SLT = 4'b1000,SLL = 4'b1001,SRL = 4'b1010;
	initial begin
		step = 0;
	end
	always@(posedge clock or posedge reset) begin
		if(reset) begin 
			step = 0;
		end else begin
			if(run) begin 
				step = step + 1;
			end
			if(done) begin 
				step = 0;
			end
		end
	end
	always @(step) begin
		IR_in = 0; ADDR_in = 0; DOUT_in = 0; W_D = 0; G_in = 0; A_in = 0; incr_PC = 0; PC_in = 0;
		mux_control = 2'b0;
		ULA_control = 3'b0;
		register_in = 7'b0;
		register_out = 3'b0;
		done = 0;
		case(step) 
			3'b000: begin  
				IR_in = 1;  
				incr_PC = 1;  
			end
			3'b001: begin  
				case(opcode) 
					ADD,SUB,OR,SLT,SLL,SRL: begin
						mux_control = 2'b01;  
						register_out = Rx;	 
						A_in = 1;
					end
					LD,ST: begin 
						mux_control = 2'b01;  
						register_out = Ry;  
						ADDR_in = 1;  
					end
					MV: begin
						register_in[Rx] = 1;  
						mux_control = 2'b01;  
						register_out = Ry;    
					end
					MVNZ: begin
						if(G_or == 1) begin
							register_in[Rx] = 1;  
							register_out = Ry; 	 
							mux_control = 2'b01;	 
						end
					end
					MVI: begin
						mux_control = 2'b10;  
						ADDR_in = 1;          
					end
				endcase
			end
			3'b010: begin  
				case(opcode)
					ADD,SUB,OR,SLT,SLL,SRL: begin
						mux_control = 2'b01;  
						register_out = Ry;	 
						ULA_control = opcode;  
						G_in = 1;				 
					end
					LD: begin
						mux_control = 2'b00;  
						register_in[Rx] = 1;	 
					end
					ST: begin
						register_out = Rx;    
						mux_control = 2'b01;  
						W_D = 1;              
						DOUT_in = 1;          
					end
					MVI: begin
						mux_control = 2'b00;  
						register_in[Rx] = 1;	 
						incr_PC = 1;          
					end
					MVNZ,MV: begin
						mux_control = 2'b10;  
						ADDR_in = 1;  
						done = 1;  
					end
				endcase	
			end		
			3'b011: begin  
				case(opcode)
					ADD,SUB,OR,SLT,SLL,SRL: begin
						register_in[Rx] = 1;  
						mux_control = 2'b11;	 
					end
					MVI,LD,ST: begin
						mux_control = 2'b10;  
						ADDR_in = 1;  
						done = 1;  
					end
				endcase
			end
			3'b100: begin 
				case(opcode)
					ADD,SUB,OR,SLT,SLL,SRL: begin
						mux_control = 2'b10;  
						ADDR_in = 1;  
						done = 1;  
					end
				endcase
			end
		endcase  
	end 
endmodule
module Multiplexador(mux_control,DIN_out,register_out,PC_out,G_out,out);
	input [1:0] mux_control;
	input [15:0] DIN_out,register_out,PC_out,G_out;
	output reg[15:0] out;
	always@(mux_control) begin 
		case(mux_control)
			2'b00: out = DIN_out;
			2'b01: out = register_out;
			2'b10: out = PC_out;
			2'b11: out = G_out;
			default: out = 16'b0;
		endcase
	end
endmodule
module PC(clock,incr_PC,Rin,out,data);
	input clock, Rin, incr_PC;
	input [15:0] data;
	output reg [15:0] out;
	reg [15:0] Q;
	initial begin
		Q = 16'b0;  
	end
	always@(posedge clock) begin 
		if(Rin) begin
			Q = data;
		end
		if(incr_PC) begin
			Q = Q + 16'b1;
		end
		out = Q;
	end
endmodule
module Processador(clock,DIN,run,reset,out_ADDR,out_DOUT,out_W,Done);
	input clock,run,reset;
	input [15:0] DIN;
	output [15:0] out_ADDR,out_DOUT;
	output out_W,Done;
	wire IR_in,G_in,A_in,ADDR_in,DOUT_in,incr_PC,PC_in,W_D,G_or;
	wire [15:0] out_G,out_ULA,out_A,out_mux,out_PC,out_RegFile;
	wire [9:0] out_IR;
	wire [1:0] mux_control;
	wire [3:0] ULA_control;
	wire [6:0] register_in;
	wire [2:0] register_out;
	Multiplexador MUX(mux_control,DIN,out_RegFile,out_PC,out_G,out_mux);  
	RegistradorIR IR(clock,IR_in,out_IR,DIN[15:6]);
	Registrador G(clock,G_in,out_G,out_ULA);
	Registrador A(clock,A_in,out_A,out_mux);
	Registrador ADDR(clock,ADDR_in,out_ADDR,out_mux);
	Registrador DOUT(clock,DOUT_in,out_DOUT,out_mux);
	RegistradorW W(clock,out_W,W_D);
	PC PC(clock,incr_PC,PC_in,out_PC,out_mux);
	BancoDeRegistradores RegFile(clock,out_mux,register_in,register_out,out_RegFile);
	ULA ULA(out_A,Ry,ULA_control,out_ULA);
	assign G_or = |out_G;
	Controle Controle(clock,run,reset,out_IR,G_or, IR_in, ADDR_in, DOUT_in, W_D, G_in, A_in, incr_PC, PC_in, mux_control, ULA_control,register_in,register_out);
endmodule
module Registrador(clock,Rin,out,data);
	input clock, Rin;
	input [15:0] data;
	output reg [15:0] out;
	initial begin
		out = 16'b0;
	end
	always@(posedge clock) begin 
		if(Rin) begin
			out = data;
		end
	end
endmodule
module RegistradorIR(clock,Rin,out,data);
	input clock, Rin;
	input [9:0] data;
	output reg [9:0] out;
	initial begin
		out = 10'b0;
	end
	always@(posedge clock) begin 
		if(Rin) begin
			out = data;
		end
	end
endmodule
module RegistradorW(clock,out,data);
	input clock;
	input data;
	output reg out;
	initial begin
		out = 0;
	end
	always@(posedge clock) begin 
			out = data;
	end
endmodule
module ULA(Ra, Ry, operacao, out);
	input [15:0] Ra, Ry;
	input [3:0] operacao;
	output reg [15:0] out;
	localparam ADD	= 4'b0101, SUB	= 4'b0110, OR = 4'b0111, SLT = 4'b1000, SRL = 4'b1001, SLL =4'b1010;  
	always@(Ra or Ry or operacao) begin 
		case(operacao)
			ADD: out = Ra + Ry;
			SUB: out = Ra - Ry;
			OR: out = Ra | Ry;
			SLT: out = Ra < Ry ? 16'b1:16'b0;
			SRL: out = Ra >> Ry;
			SLL: out = Ra << Ry;
			default: out = 16'b0;
		endcase
	end
endmodule
```
`design/flow/constraint.sdc`:
```
current_design Processador

set clk_period 6.3
set clk_io_pct 0.2

create_clock -name clk0 -period $clk_period [get_ports {clock}]

set non_clock_inputs [all_inputs -no_clocks]
set_input_delay [expr $clk_period * $clk_io_pct] -clock clk0 $non_clock_inputs
set_output_delay [expr $clk_period * $clk_io_pct] -clock clk0 [all_outputs]
```
`design/flow/run.sh`:
```
#!/bin/bash
# OpenROAD 26Q1-2900-gdf79404cd8, Yosys 0.63+post, stock flow scripts
make -C /OpenROAD-flow-scripts/flow DESIGN_CONFIG=/design/flow/config.mk WORK_HOME=/design/flow/orfs finish
```
==> results_dict.tcl <==
# collected from the flow reports
set metrics [dict create \
    clk_latency_ps 520 \
    grt_max_degree 27 \
    synthArstFlopShare_pct 1.35 \
    num_vias 5384 \
    via_per_inst 5.64 \
    core-area_um2 21800 \
    grtUsageMet1_pct 30.2 \
    cp.depth 10 \
    vdd_drop_max_mv 0.234 \
    grtUsageTotal_pct 21.7 \
    hold_path_class "register to register" \
    cts_resized 0 \
    ys_sh_mux_pct 2.08 \
    grt_pass1_vias 5612 \
    flop_cell "edfxtp_1" \
    antenna_found_initial 0 \
    top_cells_by_area "edfxtp_1, dfxtp_1, a22oi_1" \
    n_fill_cell 1824 \
    place_hpwl_mm 13.9 \
    aoi_share_pct 12.6 \
    top_cell "edfxtp_1" \
    yosys_warnings 12 \
    log.warning_count 30 \
    setup.worst_path.end "RegFile.r1.out[13]" \
    common_cells "edfxtp_1, nor2_1, nand2_1" \
    busiest_layer "met2" \
    skew_ps 14.3 \
    cp_data_required_time_ps 6510 \
    synthTopLogicFamily "AND-OR/OR-AND gates" \
    status "finished clean" \
    simple_gate_share_pct 8.61 \
    crit_type "register to register" \
    diodes 0 \
    ys_sh_adder_pct 1.27 \
    cts_hold_buf 0 \
    leakagePower_nw 3.62 \
    p_per_area_nw_per_um2 443 \
    post-route-min-period_ps 4090 \
    arrival_ps 4290 \
    cp-start-kind "register" \
    cts_buffer_depth 3 \
    dieArea_um2 22700 \
    drtPass1Iterations 5 \
    clkTransAtPathRegs_ps 60 \
    critPathCaptureType "register" \
    clock_sinks 222 \
    area_growth_syn_to_layout_pct 18.2 \
    rr_worst_depth 10 \
    slew_viol_final 0 \
    grt_overflow 0 \
    xor_share_pct 1.68 \
    rr_endpoint "RegFile.r1.out[13]" \
    setup_tns_ps 0 \
    crit_path_top_delay_cell "a22oi_1" \
    yosys.area.top_type_share_pct 63.1 \
    io_pins 53 \
    port_buffers 51 \
    max_stage_delay_ps 610 \
    fmax_ghz 0.245 \
    wl_mm 21.9 \
    r2r_setup_slack_ps 2210 \
    drcViolationCount 0 \
    path_delay_family "simple AND/OR/NAND/NOR gates" \
    synth-edff-count 186 \
    startpoint "Controle.step[1]" \
    yosysCellCount 590 \
    ys_seq_share_pct 71.4 \
    rsz0062_at_grt "no" \
    die_h_um 151 \
    finalSetupViolCount 0 \
    ctsRootBufferMaster "clkbuf_16" \
    worst_pin_slew_ps 951 \
    ys.flops 222 \
    cts_buffers 23 \
    die_width_um 151 \
    yosysChipArea_um2 8850 \
    avgSynthCellArea_um2 15.0 \
    synth_cell_types 68 \
    fin_crit_sh_pct 64.9 \
    finalPower_mw 4.64 \
    cts_tree "yes" \
    grt_util_met3_pct 12.1 \
    drt_iter0_markers 444 \
    reg2reg_from "Controle.step[1]" \
    fp-row-count 54 \
    final_hold_viol_count 0 \
    crit_buf_inv 1 \
    gp_congestion 0.898 \
    grt_use_met2_pct 31.7 \
    synthCells 590 \
    path_max_fanout 17 \
    synth_area_leader_cell "edfxtp_1" \
    routedWlPerCell_um 22.9 \
    synthesis.area_um2 8850 \
    grt_pass1_wl_mm 33.0 \
    crit_chain "inv_1, ha_1, nor2b_1, and2_1, o211a_1, or3_1, o211ai_2, and3b_2, o21a_1, a22oi_1" \
    drive_above_1_share_pct 12.2 \
    drtAntennaViolNets 0 \
    htreeDepth 1 \
    relSlewSlack_pct 36.6 \
    post_cts_buffers 0 \
    drv_cap 0 \
    fp_util_pct 40.7 \
]
[sequential cells by signal, summed over array words and instances (netlist names)]
name and cells:
ADDR.out 16, RegFile.r6.out 16, IR.out 10, RegFile.r3.out 16, A.out 16, PC.out 16
RegFile.r1.out 16, RegFile.r4.out 16, W.out 1, RegFile.r0.out 16, DOUT.out 16, G.out 16
RegFile.r2.out 16, PC.Q 16, RegFile.r5.out 16, Controle.step 3
[worst min-delay path by stage]
| stage | from | to | slack, ps | cells after the start |
|---|---|---|---|---|
| final | PC.Q[15] | PC.out[15] | 470 | 1 |
| after global routing | PC.Q[15] | PC.Q[15] | 510 | 1 |
| after CTS | PC.Q[15] | PC.Q[15] | 480 | 1 |
[stage by stage]
| stage | cell area (um2) | hold slack [ps] | util (%) | setup slack [ps] | instances |
|---|---|---|---|---|---|
| 6_report | 10500 | 469 | 48.1 | 2210 | 954 |
| 5_1_grt | 10500 | 508 | 48.1 | 1890 | 954 |
| 4_1_cts | 10500 | 478 | 48.1 | 2230 | 954 |
| 3_5_place_dp | 9690 | 465 | 44.5 | 2300 | 912 |
| 3_3_place_gp | 9690 | 441 | 44.5 | 2390 | 912 |
| 2_1_floorplan | 8850 | 427 | - | 2950 | 590 |
[routing by layer]
metal | share of wire (%) | wire [um] | up-vias
met5 | 0 | 0 | -
met4 | 2.7 | 592 | 0
met3 | 13 | 2790 | 38
met2 | 45 | 9820 | 293
met1 | 40 | 8680 | 2600
li1 | - | - | 2453
[report_power, final]
| part | switching, mW | internal [mW] |
|---|---|---|
| Combinational | 0.749 | 0.396 |
| Clock | 0.559 | 0.798 |
| Sequential | 0.100 | 2.03 |
| Total | 1.41 | 3.23 |
[placed cells by master, fill, tap and decap left out, types with 4 or more instances in the layout]
cell,netlist,final
and3_1,10,10
nand3_1,6,6
nor2_1,42,42
o221a_2,6,6
clkdlybuf4s50_1,0,51
o21ai_0,15,15
a222oi_1,15,15
buf_4,5,15
o221a_1,8,8
nand2_1,37,37
xnor2_1,13,13
clkbuf_16,0,23
ha_1,9,9
nor2b_1,4,4
xor2_1,4,4
inv_1,15,15
a21oi_1,20,20
nor3_1,4,4
and2_1,18,18
a22oi_1,30,30
mux2i_1,15,15
edfxtp_1,186,186
dfxtp_1,33,33
[layout make-up]
cell class	instances	area, um2	area share, %
flip-flops and latches	222	6320	60.5
multi-input cells	329	2330	22.3
clock buffers	29	628	6.01
repair buffers	66	623	5.96
well taps	280	350	3.35
clock inverters	13	143	1.36
inverters	15	56.3	0.538
[kinds of logic after synthesis]
family	count (synthesis)
DFF	222
AOI/OAI and AO/OA	135
xor gates and xnor gates	17
and+or+nand+nor	149
other	1
adders and majority gates	9
buffers and inverters	39
muxes	18
